### flow/design.v
module lui_unit(output [31:0] writeData,
					 input [15:0] immediate,
					 input [31:0] memoryOut,
					 input lui_control_signal);
	wire [31:0] immPlusZeros;
	or(immPlusZeros[0],1'b0,1'b0); or(immPlusZeros[1],1'b0,1'b0); or(immPlusZeros[2],1'b0,1'b0); or(immPlusZeros[3],1'b0,1'b0);
	or(immPlusZeros[4],1'b0,1'b0); or(immPlusZeros[5],1'b0,1'b0); or(immPlusZeros[6],1'b0,1'b0); or(immPlusZeros[7],1'b0,1'b0);
	or(immPlusZeros[8],1'b0,1'b0); or(immPlusZeros[9],1'b0,1'b0); or(immPlusZeros[10],1'b0,1'b0); or(immPlusZeros[11],1'b0,1'b0);
	or(immPlusZeros[12],1'b0,1'b0); or(immPlusZeros[13],1'b0,1'b0); or(immPlusZeros[14],1'b0,1'b0); or(immPlusZeros[15],1'b0,1'b0);
	or(immPlusZeros[16],1'b0,immediate[0]); or(immPlusZeros[17],1'b0,immediate[1]); or(immPlusZeros[18],1'b0,immediate[2]); or(immPlusZeros[19],1'b0,immediate[3]);
	or(immPlusZeros[20],1'b0,immediate[4]); or(immPlusZeros[21],1'b0,immediate[5]); or(immPlusZeros[22],1'b0,immediate[6]); or(immPlusZeros[23],1'b0,immediate[7]);
	or(immPlusZeros[24],1'b0,immediate[8]); or(immPlusZeros[25],1'b0,immediate[9]); or(immPlusZeros[26],1'b0,immediate[10]); or(immPlusZeros[27],1'b0,immediate[11]);
	or(immPlusZeros[28],1'b0,immediate[12]); or(immPlusZeros[29],1'b0,immediate[13]); or(immPlusZeros[30],1'b0,immediate[14]); or(immPlusZeros[31],1'b0,immediate[15]);
	mux2to1_32bit muxA(writeData,memoryOut,immPlusZeros,lui_control_signal);
endmodule
module mux2to1 (output out,
				input c0,
				input c1,
				input sel
				);
	wire selNot;
	wire w1,w2;
	not (selNot,sel);
	and (w1,c0,selNot);
	and (w2,c1,sel);
	or or1(out,w1,w2);
endmodule
module mux2to1_32bit(output[31:0]out,
							input[31:0] c0,
							input[31:0]c1,
							input sel);
	mux2to1 mux0(out[0],c0[0],c1[0],sel); mux2to1 mux1(out[1],c0[1],c1[1],sel);
	mux2to1 mux2(out[2],c0[2],c1[2],sel); mux2to1 mux3(out[3],c0[3],c1[3],sel);
	mux2to1 mux4(out[4],c0[4],c1[4],sel); mux2to1 mux5(out[5],c0[5],c1[5],sel);
	mux2to1 mux6(out[6],c0[6],c1[6],sel); mux2to1 mux7(out[7],c0[7],c1[7],sel);
	mux2to1 mux8(out[8],c0[8],c1[8],sel); mux2to1 mux9(out[9],c0[9],c1[9],sel);
	mux2to1 mux10(out[10],c0[10],c1[10],sel); mux2to1 mux11(out[11],c0[11],c1[11],sel);
	mux2to1 mux12(out[12],c0[12],c1[12],sel); mux2to1 mux13(out[13],c0[13],c1[13],sel);
	mux2to1 mux14(out[14],c0[14],c1[14],sel); mux2to1 mux15(out[15],c0[15],c1[15],sel);
	mux2to1 mux16(out[16],c0[16],c1[16],sel); mux2to1 mux17(out[17],c0[17],c1[17],sel);
	mux2to1 mux18(out[18],c0[18],c1[18],sel); mux2to1 mux19(out[19],c0[19],c1[19],sel);
	mux2to1 mux20(out[20],c0[20],c1[20],sel); mux2to1 mux21(out[21],c0[21],c1[21],sel);
	mux2to1 mux22(out[22],c0[22],c1[22],sel); mux2to1 mux23(out[23],c0[23],c1[23],sel);
	mux2to1 mux24(out[24],c0[24],c1[24],sel); mux2to1 mux25(out[25],c0[25],c1[25],sel);
	mux2to1 mux26(out[26],c0[26],c1[26],sel); mux2to1 mux27(out[27],c0[27],c1[27],sel);
	mux2to1 mux28(out[28],c0[28],c1[28],sel); mux2to1 mux29(out[29],c0[29],c1[29],sel);
	mux2to1 mux30(out[30],c0[30],c1[30],sel); mux2to1 mux31(out[31],c0[31],c1[31],sel);
endmodule
### flow/config.mk
export PLATFORM = sky130hd
export DESIGN_NAME = lui_unit
export DESIGN_NICKNAME = lui_unit
export VERILOG_FILES = /design/flow/design.v
export SDC_FILE = /design/flow/constraint.sdc
export NUM_CORES = 4
export LEC_CHECK = 1
export CORE_AREA = 10 10 70 70
export DIE_AREA = 0 0 80 80
### flow/constraint.sdc
current_design lui_unit

set clk_period 1.0
set clk_io_pct 0.2

create_clock -name clk0 -period $clk_period

set non_clock_inputs [all_inputs -no_clocks]
set_input_delay [expr $clk_period * $clk_io_pct] -clock clk0 $non_clock_inputs
set_output_delay [expr $clk_period * $clk_io_pct] -clock clk0 [all_outputs]
### flow/run.sh
#!/bin/bash
# OpenROAD 26Q1-2900-gdf79404cd8, Yosys 0.63+post, stock flow scripts
make -C /OpenROAD-flow-scripts/flow DESIGN_CONFIG=/design/flow/config.mk WORK_HOME=/design/flow/orfs finish
==> run summary <==
run metrics: status=finished, violations left, violated checks=negative setup slack, placer congestion estimate=0.779, final wirelength=around 2.3 mm, leakage component of the power=between 0.6 and 0.7 nW, synthesized-area fraction occupied by and/or/nand/nor cells=between 15 and 20%, post-synthesis cell count=between 60 and 70, ratio of cells with drive above 1 in the final layout=46.2%, worst slew pin tran=slightly above 0.09 ns, chip area=0.00640 mm², tally of buffers added on design ports=about 81, category of the worst setup path launch point=input port, top area cells in the synthesized netlist=sky130_fd_sc_hd__buf_4 (44%), sky130_fd_sc_hd__mux2_2 (33%), sky130_fd_sc_hd__nor2b_1 (18%), Yosys cell types=5, total track usage=6.33%, count of final hold-check violations=0, Slew HR=93.9%, most common cell after layout, fill and taps aside=sky130_fd_sc_hd__dlygate4sd2_1, antenna violations before repair=0, number of DRC violations after detailed-routing iteration 0=4, setup slack at placement=-0.842 ns, xor and xnor area share after synthesis=0%, cell area after technology mapping=about 550 µm², post-layout period usage of the worst path=107%, core utilization before placement=between 10% and 20%, Max rail drop VDD=roughly 0.00013 V, required time of the critical path=~0.80 ns, die span in y=80 µm, data arrival time of the worst path=a little under 0.9 ns, largest combinational cell category by area=buffers and inverters, adder and majority cell fraction of the synthesized area=0%, via count=573, via count of the first global-routing pass=approximately 660, final tally of max-slew violations=0, cell type with the highest aggregate area in the netlist=sky130_fd_sc_hd__buf_4, yosys cell count=around 67, commonest non-fill, non-tap cells in the layout=sky130_fd_sc_hd__dlygate4sd2_1 (48), sky130_fd_sc_hd__buf_2 (23), sky130_fd_sc_hd__mux2_4 (16), sky130_fd_sc_hd__nor2b_1 (15), sky130_fd_sc_hd__buf_6 (9), DRC errors left=0, # setup viols final=32, Chip Area, Yosys=548 µm², setup repair after global routing missed its margin=yes, Detail Placement HPWL=just under 2 mm, total tool warning count=34, horizontal die dimension=roughly 80 µm, yosys warns=0, average wire per standard cell=14.0 µm, antenna-violating nets left=0, reported max-cap violation count=0, area used by sequential logic in the layout=0 µm², AND-OR/OR-AND Cells, Area Fraction=0%, diode count=0, worst min path class=in -> out, number of clock buffers in the layout=0, hold bufs inserted after CTS=0, maximum number of pins on one net before global-route repair=17, time the worst path needs with I/O delays and setup=~1.1 ns, Core Box Area=~0.0034 mm², ratio of total power to cell area=roughly 360 mW/mm², routed via count divided by cell count=between 3 and 4, Setup crit end kind=output pin, share of synthesized area spent on multiplexers=32.9%, Max Fanout on Critical Path=8, area growth from synthesis to layout=109%, summed area of non-filler cells in the final layout=0.00115 mm², Post-Syn Area per Cell=8.18 µm², Placed Area=between 0.001 and 0.0015 mm², highest attainable clock frequency=approximately 930 MHz, number of optimization iterations in the first detailed-route pass=2, wire length of the first global-routing pass=approximately 3.3 mm, Setup CP Type=in -> out, standard-cell row count=21, global route total overflow=0, sequential share of the synthesized area=0%, top area contributor share=between 40 and 50%, FF+latch count=0, I/O Pins=a little over 80, Final Worst Setup Slack=-0.0746 ns
[synthesized netlist by cell type]
cell type / count
sky130_fd_sc_hd__buf_6: 2
sky130_fd_sc_hd__buf_4: 32
sky130_fd_sc_hd__mux2_2: 16
sky130_fd_sc_hd__buf_2: 1
sky130_fd_sc_hd__nor2b_1: 16
[cells by family after synthesis]
logic type             after synthesis
buffers and inverters               35
multiplexers                        16
AND/OR/NAND/NOR                     16
[layer usage]
metal / track usage [%] / part of all wire [%]
met1: 7.65 / 44
met2: 9.95 / 41
met3: 3.86 / 16
met4: 0 / 0
met5: 0 / 0
[power breakdown]
group	switching, mW	leakage [nW]	internal, mW
clock network	0	0	0
logic	0.0985	0.630	0.311
registers	0	0	0
total	0.0985	0.630	0.311
[critical path, cell delays in order]
cell                     delay (ns)
sky130_fd_sc_hd__buf_12        0.12
sky130_fd_sc_hd__buf_16        0.14
sky130_fd_sc_hd__mux2_4        0.30
sky130_fd_sc_hd__buf_6         0.11
[final timing paths]
path | start | endpoint | slack [ns] | depth (start not counted)
worst max-delay path | lui_control_signal | writeData[28] | -0.07 | 4
worst min-delay path | memoryOut[6] | writeData[6] | 0.78 | 3
[timing repair]
action | CTS | global route
hold endpoints to repair | 0 | 0
buffers inserted | 0 | 0
gates resized | 179 | 4
gates cloned | 2 | 0
setup endpoints to repair | 32 | 32
[through the flow]
stage / utilization, % / std cells / TNS [ns] / total power [mW] / hold WS (ns)
after detailed placement: 34.4 / 161 / -26.23 / 0.449 / 1.31
final: 33.6 / 163 / -1.05 / 0.410 / 0.784
after CTS: 33.0 / 163 / -1.27 / 0.405 / 0.789
after global placement: 34.4 / 161 / -26.01 / 0.449 / 1.31
after floorplan: - / 67 / 0 / 0.195 / 0.594
after global routing: 33.6 / 163 / -1.95 / 0.447 / 0.810
[final cells by class]
| type | count | area [µm²] |
|---|---|---|
| Timing Repair Buffer | 85 | 747 |
| Tap cell | 46 | 57.6 |
| Fill cell | 391 | 2270 |
| Multi-Input combinational cell | 32 | 343 |
No activity file was given, so power comes from the tool's default toggle rates.
