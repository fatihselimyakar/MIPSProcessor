**/design/flow/design.v**
```verilog
module big_alu(input [31:0]b,
					 input [31:0]a,
					 input [2:0]aluop,
					 output cout,
					 output [31:0]out,
					 output v,
					 output zOut
					 );
	wire c0,c1,c2,c3,c4,c5,c6,c7,c8,c9,c10,c11,c12,c13,c14,c15,c16,c17,c18,c19,c20,c21,c22,c23,c24,c25,c26,c27,c28,c29,c30;
	wire set;
	wire [15:0]z;
	wire [7:0]z2;
	wire [3:0]z3;
	wire [1:0]z4;
	wire z5;
	one_bit_alu ALU0(b[0],a[0],set,aluop[2],aluop,c0,out[0]);
	one_bit_alu ALU1(b[1],a[1],1'b0,c0,aluop,c1,out[1]);
	one_bit_alu ALU2(b[2],a[2],1'b0,c1,aluop,c2,out[2]);
	one_bit_alu ALU3(b[3],a[3],1'b0,c2,aluop,c3,out[3]);
	one_bit_alu ALU4(b[4],a[4],1'b0,c3,aluop,c4,out[4]);
	one_bit_alu ALU5(b[5],a[5],1'b0,c4,aluop,c5,out[5]);
	one_bit_alu ALU6(b[6],a[6],1'b0,c5,aluop,c6,out[6]);
	one_bit_alu ALU7(b[7],a[7],1'b0,c6,aluop,c7,out[7]);
	one_bit_alu ALU8(b[8],a[8],1'b0,c7,aluop,c8,out[8]);
	one_bit_alu ALU9(b[9],a[9],1'b0,c8,aluop,c9,out[9]);
	one_bit_alu ALU10(b[10],a[10],1'b0,c9,aluop,c10,out[10]);
	one_bit_alu ALU11(b[11],a[11],1'b0,c10,aluop,c11,out[11]);
	one_bit_alu ALU12(b[12],a[12],1'b0,c11,aluop,c12,out[12]);
	one_bit_alu ALU13(b[13],a[13],1'b0,c12,aluop,c13,out[13]);
	one_bit_alu ALU14(b[14],a[14],1'b0,c13,aluop,c14,out[14]);
	one_bit_alu ALU15(b[15],a[15],1'b0,c14,aluop,c15,out[15]);
	one_bit_alu ALU16(b[16],a[16],1'b0,c15,aluop,c16,out[16]);
	one_bit_alu ALU17(b[17],a[17],1'b0,c16,aluop,c17,out[17]);
	one_bit_alu ALU18(b[18],a[18],1'b0,c17,aluop,c18,out[18]);
	one_bit_alu ALU19(b[19],a[19],1'b0,c18,aluop,c19,out[19]);
	one_bit_alu ALU20(b[20],a[20],1'b0,c19,aluop,c20,out[20]);
	one_bit_alu ALU21(b[21],a[21],1'b0,c20,aluop,c21,out[21]);
	one_bit_alu ALU22(b[22],a[22],1'b0,c21,aluop,c22,out[22]);
	one_bit_alu ALU23(b[23],a[23],1'b0,c22,aluop,c23,out[23]);
	one_bit_alu ALU24(b[24],a[24],1'b0,c23,aluop,c24,out[24]);
	one_bit_alu ALU25(b[25],a[25],1'b0,c24,aluop,c25,out[25]);
	one_bit_alu ALU26(b[26],a[26],1'b0,c25,aluop,c26,out[26]);
	one_bit_alu ALU27(b[27],a[27],1'b0,c26,aluop,c27,out[27]);
	one_bit_alu ALU28(b[28],a[28],1'b0,c27,aluop,c28,out[28]);
	one_bit_alu ALU29(b[29],a[29],1'b0,c28,aluop,c29,out[29]);
	one_bit_alu ALU30(b[30],a[30],1'b0,c29,aluop,c30,out[30]);
	msb_one_bit_alu ALU31(b[31],a[31],1'b0,c30,aluop,cout,out[31],set,v);
	or(z[0],out[0],out[1]); or(z[1],out[2],out[3]); or(z[2],out[4],out[5]); or(z[3],out[6],out[7]); 
	or(z[4],out[8],out[9]); or(z[5],out[10],out[11]); or(z[6],out[12],out[13]); or(z[7],out[14],out[15]);
	or(z[8],out[16],out[17]); or(z[9],out[18],out[19]); or(z[10],out[20],out[21]); or(z[11],out[22],out[23]);
	or(z[12],out[24],out[25]); or(z[13],out[26],out[27]); or(z[14],out[28],out[29]); or(z[15],out[30],out[31]);
	or(z2[0],z[0],z[1]); or(z2[1],z[2],z[3]); or(z2[2],z[4],z[5]); or(z2[3],z[6],z[7]); 
	or(z2[4],z[8],z[9]); or(z2[5],z[10],z[11]); or(z2[6],z[12],z[13]); or(z2[7],z[14],z[15]);
	or(z3[0],z2[0],z2[1]); or(z3[1],z2[2],z2[3]); or(z3[2],z2[4],z2[5]); or(z3[3],z2[6],z2[7]); 
	or(z4[0],z3[0],z3[1]); or(z4[1],z3[2],z3[3]);
	or(z5,z4[0],z4[1]);
	not(zOut,z5);
endmodule
module full_adder(output cout,
						output out,
						input cin,
						input a,
						input b
						);	
		wire w1,w2,w3,w4;
		xor_gate XOR1(w1,a,b);
		xor_gate XOR2(out,cin,w1);
		and (w3,a,b);
		and (w4,cin,w1);
		or (cout,w3,w4);
endmodule
module msb_one_bit_alu(input b,
						 input a,
						 input less,  
						 input cin,
						 input [2:0]aluop,
						 output cout,
						 output out,
						 output set,
						 output v
						 );
	wire w1,w2,w3;
	wire no0,no1;
	xor_gate XOR1(w1,b,aluop[2]);
	full_adder FA1(cout,w2,cin,a,w1);  
	and (no0,a,w1); 
	or (no1,a,w1);  
	xor_gate XOR2(v,cin,cout);  
	xor_gate XOR3(set,v,w2);  
	mux MUX1(out,no0,no1,w2,less,aluop[1:0]);
endmodule
module mux (output out,
				input c0,
				input c1,
				input c2,
				input c3,
				input [1:0] sel
				);
	wire s0not,s1not;
	wire w1,w2,w3,w4;
	not (s0not,sel[0]);
	not (s1not,sel[1]);
	and (w1,c0,s1not,s0not);
	and (w2,c1,s1not,sel[0]);
	and (w3,c2,sel[1],s0not);
	and (w4,c3,sel[1],sel[0]);
	or or1(out,w1,w2,w3,w4);
endmodule
module one_bit_alu(input b,
						 input a,
						 input less,  
						 input cin,
						 input [2:0]aluop,
						 output cout,
						 output out
						 );
	wire w1,w2,w3;
	wire no0,no1;
	xor_gate XOR1(w1,b,aluop[2]);
	full_adder FA1(cout,w2,cin,a,w1);  
	and (no0,a,w1); 
	or (no1,a,w1);  
	mux MUX1(out,no0,no1,w2,less,aluop[1:0]);
endmodule
module xor_gate(output out,
					 input a,
					 input b
					 );
	wire andnot;
	wire w1,w2;
	or (w1,a,b);
	and (w2,a,b);
	not (andnot,w2);
	and (out,andnot,w1);
endmodule
```
**/design/flow/config.mk**
```make
export PLATFORM = sky130hd
export DESIGN_NAME = big_alu
export DESIGN_NICKNAME = big_alu
export VERILOG_FILES = /design/flow/design.v
export SDC_FILE = /design/flow/constraint.sdc
export NUM_CORES = 4
export LEC_CHECK = 1
export CORE_UTILIZATION = 40
```
**/design/flow/run.sh**
```bash
#!/bin/bash
# OpenROAD 26Q1-2900-gdf79404cd8, Yosys 0.63+post, stock flow scripts
make -C /OpenROAD-flow-scripts/flow DESIGN_CONFIG=/design/flow/config.mk WORK_HOME=/design/flow/orfs finish
```
**/design/flow/constraint.sdc**
```tcl
current_design big_alu

set clk_period 20.7
set clk_io_pct 0.2

create_clock -name clk0 -period $clk_period

set non_clock_inputs [all_inputs -no_clocks]
set_input_delay [expr $clk_period * $clk_io_pct] -clock clk0 $non_clock_inputs
set_output_delay [expr $clk_period * $clk_io_pct] -clock clk0 [all_outputs]
```
==> impl_metrics.py <==
# Metrics from the implementation run
metrics = {
    "run_status": {
        "outcome": "complete, no violations",
    },
    "synthesis": {
        "yosysSeqAreaShare_pct": 0,
        "synth_warnings": 0,
        "syn_area_um2": 2960,
        "chip_area_line_of_the_yosys_report_um2": 2960,
        "post-synth-top-area-fraction_pct": 27.1,
        "yosysMostFrequentCell": "inv_1",
        "postSynthAreaPerCell_um2": 9.10,
        "synth.yosys.num_cells": 325,
        "synth_cell_types": 21,
        "ys_top_cells_by_count": "inv_1, ha_1, buf_4",
        "post_synthesis_instance_total": 325,
        "synthDominantAreaCellType": "ha_1",
        "synth.top_cells.by_area": "ha_1, fa_1, mux2i_1, xnor2_1, buf_4",
    },
    "run": {
        "warning_count": 96,
        "max_cap_viol_count": 0,
    },
    "floorplanning": {
        "rows": 30,
        "die-width_um": 88.0,
        "coreArea_um2": 6980,
        "fp-utilization_pct": 42.4,
        "total_die_size_um2": 7740,
        "ioPinCount": 102,
        "die_h_um": 88.0,
    },
    "cells_and_area": {
        "seq_cell_count": 0,
        "drive_above_1_share_pct": 17.5,
        "layout.clock_buffers": 0,
        "nFillCells": 629,
        "comb_area_um2": 2530,
        "post-route-cell-area_um2": 4060,
        "layout.area.seq_um2": 0,
        "synthToLayoutAreaGrowth_pct": 37.4,
    },
    "critical_path": {
        "critical_path.endpoint_type": "primary output",
        "critical_path.max_fanout": 2,
        "cp.required_ns": 16.56,
        "cp-start-kind": "primary input",
        "crit_top_cell": "fa_2",
        "critical_path_class": "primary input to primary output",
        "worst_setup_path_startpoint": "b[0]",
        "cp_max_stage_delay_ns": 0.41,
        "crit_slowest_cell": "fa_2",
        "critical_path_arrival_ns": 16.23,
    },
    "grt": {
        "grt_first_pass_wirelength_um": 10500,
        "largest_net_degree_at_the_start_of_global_routing": 37,
        "antenna_violations_before_repair": 0,
        "global_route.overflow_total": 0,
        "vias_in_the_first_global_route": 2262,
        "grt_use_total_pct": 17.8,
    },
    "final_timing": {
        "rsz0062_at_grt": "false",
        "period_needed_ns": 20.37,
        "fmax_mhz": 49.1,
        "fin_crit_sh_pct": 98.4,
        "worst_slew_pin_slew_ns": 0.804,
        "finalSetupViolCount": 0,
        "slew_headroom_pct": 46.4,
        "max_slew_violations": 0,
        "setup_tns_ns": 0,
        "finalHoldViolations": 0,
        "timing.hold.ws_ns": 9.21,
    },
    "placed_design": {
        "post_detail_place_hpwl_um": 5290,
        "port_buffers": 102,
        "gp_congestion": 0.815,
        "detailed_place.area_um2": 4000,
    },
    "power": {
        "power_density_nw_per_um2": 28.2,
        "power.ir.vdd_worst_uv": 14.8,
        "totalPowerFinal_uw": 115,
        "leakage_power_of_the_design_nw": 1.92,
    },
    "routing": {
        "insertedDiodeCount": 0,
        "dr_drc_count": 0,
        "router_iterations_before_antenna_repair": 4,
        "ant_nets": 0,
        "viasPerCell": 4.54,
        "avgRoutedWirePerCell_um": 12.9,
        "wirelength_um": 6400,
        "routed_vias": 2253,
        "drt_first_iter_violations": 35,
    },
    "min_path": {
        "min_delay_src": "b[2]",
        "min-delay-path-class": "primary input to primary output",
    },
}
## per-stage QoR
step / utilization (%) / setup slack [ns] / cells
floorplan: - / 0.0200 / 325
global placement: 57.3 / -1.18 / 496
detailed placement: 57.3 / -1.29 / 496
CTS: 57.2 / 0.0222 / 495
global route: 58.2 / 0.00465 / 496
finish: 58.2 / 0.327 / 496
## worst paths after layout
| path | end | slack (ns) | cells past startpoint |
|---|---|---|---|
| max | zOut | 0.33 | 41 |
| min | out[2] | 9.21 | 5 |
## worst max-delay path, delay by kind of cell
| family | cells | cell delay, ns |
|---|---|---|
| muxes | 1 | 0.24 |
| buffers and inverters | 4 | 0.49 |
| AOI/OAI and AO/OA | 1 | 0.23 |
| and+or+nand+nor | 4 | 0.41 |
| adders and majority gates | 31 | 10.70 |
## logic make-up after synthesis
group	after synthesis	share of synthesized area [%]
xor gates and xnor gates	34	10.1
and+or+nand+nor	19	3.85
adders and majority gates	96	48.7
buffers and inverters	115	20.0
muxes	30	10.6
AOI/OAI and AO/OA	31	6.81
## routing by layer
metal	global-route usage [%]	routed length, um	up-vias	share of wire (%)
met3	2.29	391	0	6.1
met2	30.3	2970	66	46
met1	26.5	3040	1051	47
li1	-	-	1136	-
met4	0	0	0	0
met5	0	0	-	0
## layout by cell type (no fill, tap or decap), types with 2 or more instances in the layout
master           count
and2_4               2
buf_4               20
clkbuf_2             3
clkdlybuf4s50_1     93
dlygate4sd2_1        2
dlymetal6s2s_1       2
fa_2                31
ha_1                64
inv_1               65
inv_2                3
mux2i_1             28
nand2_1              2
nor2_1               3
nor4_1               6
nor4_2               2
o22ai_1             28
o32ai_4              2
xnor2_1             31
## timing repair
action / CTS / global route
gates resized: 10 / 22
pin swaps: 20 / 4
hold buffers: 0 / 0
buffers inserted: 0 / 1
setup endpoints to repair: 7 / 5
## layout make-up
class / count / area share, %
timing repair buffer: 122 / 28.4
multi-input combinational: 210 / 62.3
tap: 96 / 2.96
inverter: 68 / 6.28
## power breakdown
part | total (mW) | switching, mW | internal, mW
logic | 0.115 | 0.0494 | 0.0653
registers | 0 | 0 | 0
clock network | 0 | 0 | 0
No activity file was given, so power comes from the tool's default toggle rates.
